--- flow/config.mk ---
export PLATFORM = sky130hd
export DESIGN_NAME = mux2_to_1_128BIT
export DESIGN_NICKNAME = mux2_to_1_128BIT
export VERILOG_FILES = /design/flow/design.v
export SDC_FILE = /design/flow/constraint.sdc
export NUM_CORES = 4
export LEC_CHECK = 1
export CORE_AREA = 10 10 155 155
export DIE_AREA = 0 0 165 165
--- flow/constraint.sdc ---
current_design mux2_to_1_128BIT

set clk_period 1.0
set clk_io_pct 0.2

create_clock -name clk0 -period $clk_period

set non_clock_inputs [all_inputs -no_clocks]
set_input_delay [expr $clk_period * $clk_io_pct] -clock clk0 $non_clock_inputs
set_output_delay [expr $clk_period * $clk_io_pct] -clock clk0 [all_outputs]
--- flow/design.v ---
module mux2_to_1_128BIT(out,inputA,inputB,sel);  
output logic [127:0] out;
input [127:0] inputA;
input [127:0] inputB;
input sel;
always @(inputA or inputB or sel) begin
  if (sel == 0) begin
	out <= inputA;
  end
  else begin
	out <= inputB; 
  end
end
endmodule
--- flow/run.sh ---
#!/bin/bash
# OpenROAD 26Q1-2900-gdf79404cd8, Yosys 0.63+post, stock flow scripts
make -C /OpenROAD-flow-scripts/flow DESIGN_CONFIG=/design/flow/config.mk WORK_HOME=/design/flow/orfs finish
==> impl_results.rst <==
Run summary
-----------

.. list-table::
   :header-rows: 1

   * - Metric
     - Value
   * - Post-route cell area
     - 6660 sq um
   * - Placement Setup Slack
     - -0.645 ns
   * - Number of antenna violations at the first check in global routing
     - 0
   * - DP Area
     - 5840 sq um
   * - Top Ports
     - 385
   * - Growth of design area from synthesis to finish
     - 312%
   * - Combinational Area
     - 1790 sq um
   * - Nature of the critical path startpoint
     - input pin
   * - Routed wire length
     - 16500 microns
   * - Worst-margin pin slew
     - 0.145 ns
   * - Fill cell total of the finished layout
     - 2045
   * - Length of the first detailed-routing pass in iterations
     - 4
   * - Standard cell with the maximum stage delay on the critical path
     - sky130_fd_sc_hd__mux2_4
   * - Crit path top cell by count
     - sky130_fd_sc_hd__buf_12
   * - Arrival time worst endpoint
     - 1.28 ns
   * - Synthesized area per cell
     - 11.4 sq um
   * - Total global routing overflow
     - 0
   * - Worst-case setup margin in the final layout
     - -0.479 ns
   * - Count of clock buffers in the final design
     - 0
   * - Placement row count
     - between 50 and 60
   * - Final clock period utilization by the worst path
     - 148%
   * - Leakage power figure
     - 3.16 nW
   * - Die extent in y
     - 165 microns
   * - Most frequent logic cell in the layout
     - sky130_fd_sc_hd__clkdlybuf4s50_1
   * - Global-route wire length before repair
     - 20000 microns
   * - Final-layout setup total negative slack
     - -43.86 ns
   * - Count of tool warnings
     - 34
   * - Cell area after synthesis
     - 1620 sq um
   * - Critical Path Fanout Max
     - 7
   * - Pin count of the biggest net entering global routing
     - 19
   * - Final count of hold timing violations
     - 0
   * - Core area
     - just over 20000 sq um
   * - Crit Path Class
     - in2out
   * - Count of max-cap constraint violations
     - 0
   * - Ys cells
     - 142
   * - Slew headroom
     - 90.3%
   * - Port-buffer cells
     - 385
   * - GP Congestion
     - roughly 0.83
   * - Detailed-route vias per instance
     - 3.54
   * - Failing checks
     - negative setup slack
   * - Final setup violating endpoints
     - ~130
   * - Largest area contributor in the netlist
     - sky130_fd_sc_hd__mux2_2
   * - Required time of the critical path
     - 0.80 ns
   * - Post-synthesis instance total
     - 142
   * - Quantity of hold-fixing buffers added after cts
     - 0
   * - DP HPWL
     - roughly 13000 microns
   * - Global-route total usage across every layer
     - 9.54%
   * - Yosys warning tally
     - 1
   * - Max rail drop VDD
     - 0.225 mV
   * - Sequential cell area
     - 0 sq um
   * - Area reported by Yosys stat
     - about 1600 sq um
   * - DRC violation count after routing
     - 0
   * - Maximum clock frequency
     - around 680 MHz
   * - Core Util at FP
     - 7.93%
   * - Ratio of cells with drive above 1 in the final layout
     - 57.6%
   * - Unrepaired setup endpoints after global routing
     - yes
   * - Time the final worst path needs with I/O delays and setup
     - 1.48 ns
   * - Series of cell instances along the critical path
     - buf_16 -> buf_12 -> buf_6 -> buf_12 -> buf_12 -> mux2_4 -> buf_2
   * - Fraction of synthesized cell area taken by the top area cell type
     - 89.0%
   * - Endpoint type of the worst setup path
     - primary output
   * - Most area-consuming cells after synthesis
     - sky130_fd_sc_hd__mux2_2 (89%), sky130_fd_sc_hd__clkbuf_8 (6.8%), sky130_fd_sc_hd__buf_6 (4.2%)
   * - Number of design-rule violations left by the first detailed-router iteration
     - 58
   * - Flip-flop and latch count
     - 0
   * - Count of unique library cells instantiated by Yosys
     - 3
   * - Antenna-violating nets left
     - 0
   * - Delay of the slowest critical-path stage
     - 0.29 ns
   * - Number of max-slew violations in the final report
     - 0
   * - Die area
     - approximately 27000 sq um
   * - Number of stages on the worst hold path
     - 3
   * - Most frequently placed logic cells in the final layout
     - sky130_fd_sc_hd__clkdlybuf4s50_1 (243), sky130_fd_sc_hd__mux2_4 (94), sky130_fd_sc_hd__clkbuf_2 (93), sky130_fd_sc_hd__buf_6 (65), sky130_fd_sc_hd__mux2_2 (34)
   * - Outcome
     - finished, violations left
   * - Die width
     - around 170 microns
   * - Worst hold-check path type
     - in2out
   * - Pwr per Cell Area
     - 415 nW/um^2
   * - Number of global-route vias before repair
     - 3181
   * - # diodes
     - 0
   * - Routed wire length per instance
     - 18.8 microns
   * - Overall via count from detail_route
     - approximately 3100
   * - Sequential area share after synthesis
     - 0%
-- cells in the mapped netlist --
master and count:
sky130_fd_sc_hd__buf_6 6, sky130_fd_sc_hd__clkbuf_8 8, sky130_fd_sc_hd__mux2_2 128
-- critical path, delay by kind of cell --
| family | cells | cell delay [ns] |
|---|---|---|
| buffers and inverters | 6 | 0.77 |
| multiplexers | 1 | 0.29 |
-- cells by family (layout without fill, tap and decap cells) --
logic type	count (synthesis)	after routing	synth area share [%]
multiplexers	128	128	89.0
buffers and inverters	14	476	11.0
-- layout make-up --
| class | instances | share of cell area (%) |
|---|---|---|
| multi-input cells | 128 | 26.9 |
| well taps | 270 | 5.07 |
| repair buffers | 476 | 68.0 |
-- metal layers --
metal | wire, microns | part of all wire (%) | GRT usage [%] | vias up
met2 | 8140 | 49 | 17.8 | 242
li1 | - | - | - | 1471
met1 | 5970 | 36 | 9.84 | 1378
met3 | 2250 | 14 | 4.83 | 6
met5 | 0 | 0 | 0 | -
met4 | 102 | 0.62 | 0 | 0
-- worst paths after layout --
| path | start | to | slack [ns] |
|---|---|---|---|
| max | sel | out[16] | -0.48 |
| min | inputB[21] | out[21] | 0.73 |
-- power breakdown --
group          switching, mW  internal, mW  leakage, nW
clock                      0             0            0
sequential                 0             0            0
combinational          0.649          2.12         3.16
-- through the flow --
step | instances | hold slack (ns) | power [mW] | util, %
after floorplan | 142 | 0.498 | 0.497 | -
after global placement | 802 | 1.13 | 2.44 | 28.6
after detailed placement | 802 | 1.13 | 2.43 | 28.6
after CTS | 815 | 0.833 | 2.50 | 29.3
after global routing | 874 | 0.748 | 2.95 | 32.6
final | 874 | 0.735 | 2.77 | 32.6
-- repair_timing --
item                                    CTS  global route
resized                                 174           346
buffers inserted                         11            60
endpoints found under the setup margin  128           128
gates cloned                              2             5
pin swaps                                 0             0
No activity file was given, so power comes from the tool's default toggle rates.
