### flow/config.mk
export PLATFORM = sky130hd
export DESIGN_NAME = EX_MEM
export DESIGN_NICKNAME = EX_MEM
export VERILOG_FILES = /design/flow/design.v
export SDC_FILE = /design/flow/constraint.sdc
export NUM_CORES = 4
export LEC_CHECK = 1
export CORE_AREA = 10 10 412 412
export DIE_AREA = 0 0 422 422
### flow/constraint.sdc
current_design EX_MEM

set clk_period 1.0
set clk_io_pct 0.2

create_clock -name clk0 -period $clk_period [get_ports {clk}]

set non_clock_inputs [all_inputs -no_clocks]
set_input_delay [expr $clk_period * $clk_io_pct] -clock clk0 $non_clock_inputs
set_output_delay [expr $clk_period * $clk_io_pct] -clock clk0 [all_outputs]
### flow/design.v
module EX_MEM ( memToReg_EX1, regWriteEnable_EX1, memRead_EX1, memWrite_EX1,
		memToReg_EX2, regWriteEnable_EX2, memRead_EX2, memWrite_EX2,
		result_EX1, registerRT_EX1, readDataRC_EX1,
		result_EX2, registerRT_EX2, readDataRC_EX2,
		memToReg_MEM1, regWriteEnable_MEM1, memRead_MEM1, memWrite_MEM1,
		memToReg_MEM2, regWriteEnable_MEM2, memRead_MEM2, memWrite_MEM2,
		result_MEM1, registerRT_MEM1, readDataRC_MEM1,
		result_MEM2, registerRT_MEM2, readDataRC_MEM2,
		reset, clk) ;
input reset, clk;
input memToReg_EX1, regWriteEnable_EX1, memRead_EX1, memWrite_EX1;
input memToReg_EX2, regWriteEnable_EX2, memRead_EX2, memWrite_EX2;
input [127:0] result_EX1,readDataRC_EX1;
input [127:0] result_EX2,readDataRC_EX2;
input [6:0] registerRT_EX1;
input [6:0] registerRT_EX2;
output logic memToReg_MEM1, regWriteEnable_MEM1, memRead_MEM1, memWrite_MEM1;
output logic memToReg_MEM2, regWriteEnable_MEM2, memRead_MEM2, memWrite_MEM2;
output logic [127:0] result_MEM1, readDataRC_MEM1;
output logic [127:0] result_MEM2, readDataRC_MEM2;
output logic [6:0] registerRT_MEM1;
output logic [6:0] registerRT_MEM2;
always_ff @(posedge clk) begin 
	if (reset == 1) begin
		memToReg_MEM1<=0; regWriteEnable_MEM1<=0; memRead_MEM1<=0; memWrite_MEM1<=0;
		memToReg_MEM2<=0; regWriteEnable_MEM2<=0; memRead_MEM2<=0; memWrite_MEM2<=0;
		result_MEM1<=0; readDataRC_MEM1 <=0;
		result_MEM2<=0; readDataRC_MEM2 <=0;
		registerRT_MEM1<=0;
		registerRT_MEM2<=0;
	end
	else begin
		memToReg_MEM1<=memToReg_EX1; regWriteEnable_MEM1<=regWriteEnable_EX1; memRead_MEM1<=memRead_EX1; memWrite_MEM1<=memWrite_EX1;
		memToReg_MEM2<=memToReg_EX2; regWriteEnable_MEM2<=regWriteEnable_EX2; memRead_MEM2<=memRead_EX2; memWrite_MEM2<=memWrite_EX2;
		result_MEM1<=result_EX1; readDataRC_MEM1<=readDataRC_EX1; 
		result_MEM2<=result_EX2; readDataRC_MEM2<=readDataRC_EX2;
		registerRT_MEM1<=registerRT_EX1;
		registerRT_MEM2<=registerRT_EX2;
	end
end
endmodule 
### flow/run.sh
#!/bin/bash
# OpenROAD 26Q1-2900-gdf79404cd8, Yosys 0.63+post, stock flow scripts
make -C /OpenROAD-flow-scripts/flow DESIGN_CONFIG=/design/flow/config.mk WORK_HOME=/design/flow/orfs finish
==> flow_metrics.py <==
# Flow results
metrics = {
    "status": {
        "status": "finished with violations",
        "violations": "negative setup slack",
    },
    "logic_synthesis": {
        "ys_types": 5,
        "synthCells": 1127,
        "syn_area_um2": 14290,
        "avgSynthCellArea_um2": 12.68,
        "ys_chip_area_um2": 14290,
        "synth-warning-count": 1,
        "ys_cells": 1127,
        "ys_seq_share": 0.7479,
        "ys_ff": 534,
    },
    "pwr": {
        "p_per_area_nw_per_um2": 1805,
        "power_frac_seq": 0.447,
        "power.total_mw": 51.25,
        "combPwrFrac": 0.102,
        "swShare": 0.2278,
        "cellLeakagePower_nw": 11.81,
        "pwr-share-clk": 0.452,
        "p_int_mw": 39.57,
        "power_switching_mw": 11.68,
        "ir_worst_vdd_mv": 1.473,
    },
    "route": {
        "viasPerCell": 2.680,
        "num_vias": 11970,
        "finalWirelength_um": 87050,
        "first_iter_violations": 408,
        "wl_per_cell_um": 19.50,
        "drc": 0,
        "antenna_left": 0,
        "dr.pass1.iters": 4,
    },
    "clock_tree": {
        "cts-buffers-inserted": 59,
        "cts_root_buffer": "clkbuf_16",
        "cts_buffer_depth": 3,
        "cts_tree": "done",
        "cts.sinks": 534,
        "clk_pin_slew_ps": 60,
        "htree_num_levels": 2,
        "cts_setup_buffers": 0,
    },
    "sta": {
        "drv_slew": 0,
        "setup_ws_ps": -388.7,
        "relSlewSlack": 0.7126,
        "period_needed_ps": 1389,
        "max_slew.worst_pin.slew_ps": 429.2,
        "rsz0062_at_grt": "true",
        "fin_crit_sh": 1.389,
        "fin_tns_setup_ps": -145550,
        "finalSetupViolations": 536,
        "hold_violations": 0,
        "fmax_mhz": 720.1,
    },
    "cells_and_area": {
        "logic_area_um2": 3363,
        "nFillCells": 17680,
        "syn2layout_area_growth_pct": 98.63,
        "fin_util": 0.1768,
        "finalNonFillerCells": 4465,
        "drive_gt1_frac": 0.3835,
        "mostFrequentLayoutCells": "clkdlybuf4s50_1 (534), nor2b_1 (527), buf_2 (446)",
        "lay_top_count": "clkdlybuf4s50_1",
        "seq_area_um2": 10990,
    },
    "global_routing": {
        "grt_util_met3": 0.04858,
        "globalRouteMet1Util": 0.09859,
        "gr-max-usage-layer": "met2",
        "grt_pass1_wl_um": 114300,
        "grt.total_usage": 0.09386,
        "grt_max_degree": 53,
        "overflow": 0,
        "antenna_found_initial": 32,
        "grt_pass1_vias": 12500,
        "met2_usage": 0.1648,
    },
    "critical_path": {
        "cp.arrival_ps": 1190,
        "worstPathBufferInverterCount": 1,
        "crit_chain": "buf_6",
        "worstPathRequired_ps": 800,
        "cp_top_family": "flip-flops",
        "critPathMaxFanout": 1,
        "cp_slowest_stage_delay_ps": 400,
        "worstSetupEndpointType": "output port",
        "crit_slowest_cell": "dfxtp_4",
        "setup.worst_path.start_class": "flop",
        "worstSetupPathType": "reg2out",
    },
    "placement": {
        "dp_hpwl_um": 73510,
        "dp_slack_ps": -444.0,
        "dp.cells": 4348,
        "gp_congestion": 1.033,
        "io_buffers": 1069,
    },
    "die": {
        "dieWidth_um": 422,
        "pin_count": 1070,
        "die_h_um": 422,
        "dieArea_um2": 178100,
        "rows": 147,
        "fp_util": 0.08902,
        "coreArea_um2": 160600,
    },
    "run": {
        "drv_cap": 0,
        "warnings": 27,
    },
    "hold_path": {
        "hold_path.class": "in2reg",
    },
}
sequential cells by signal, indices dropped and copies added, names as in the netlist:
register / count
regWriteEnable_MEM1: 1
memToReg_MEM2: 1
result_MEM2: 128
readDataRC_MEM1: 128
regWriteEnable_MEM2: 1
registerRT_MEM1: 7
memToReg_MEM1: 1
readDataRC_MEM2: 128
registerRT_MEM2: 7
result_MEM1: 128
memRead_MEM1: 1
memRead_MEM2: 1
memWrite_MEM1: 1
memWrite_MEM2: 1
layout make-up:
class	instances	area share
clock inverters	28	0.01353
diodes	8	0.0007051
repair buffers	1122	0.3263
multi-input cells	534	0.1185
clock buffers	79	0.05892
well taps	2160	0.09519
flip-flops and latches	534	0.3869
per-layer routing:
layer | routed length [um] | vias to the layer above | share of wire
met3 | 10290 | 135 | 0.12
met1 | 29760 | 5520 | 0.34
met4 | 2476 | 14 | 0.028
met5 | 104 | - | 0.0012
met2 | 44420 | 638 | 0.51
li1 | - | 5658 | -
kinds of logic (layout without fill, tap and decap cells):
logic type / Yosys count / count (layout) / synth area share
flip-flops: 534 / 534 / 0.7479
buffers and inverters: 59 / 1229 / 0.01838
other: 0 / 8 / 0
AND/OR/NAND/NOR: 534 / 534 / 0.2337
per-stage QoR:
| stage | hold slack [ps] | cell area (um^2) |
|---|---|---|
| 6_report | 76.40 | 28390 |
| 5_1_grt | 32.80 | 28380 |
| 4_1_cts | 2.417 | 28140 |
| 3_5_place_dp | 422.4 | 28050 |
| 3_3_place_gp | 427.3 | 28050 |
| 2_1_floorplan | 328.2 | 14290 |
power groups by stage:
stage,registers (mW),logic [mW],clock network (mW)
after CTS,22.9,5.30,24.0
final,22.9,5.21,23.1
after global routing,23.0,5.62,24.7
path summary, 6_finish.rpt:
path | startpoint | to | slack [ps] | cells past startpoint
max | result_MEM1[59] | result_MEM1[59] | -390 | 1
min | readDataRC_EX2[64] | readDataRC_MEM2[64] | 80 | 2
synthesized netlist by cell type:
cell	instances	area (um^2)
buf_4	3	22.52
nor2b_1	534	3341
clkbuf_1	32	120.1
buf_2	24	120.1
dfxtp_1	534	10690
what timing repair did:
item	4_1_cts	5_1_grt
resized	1998	75
endpoints found under the hold margin	12	0
hold buffers	2	0
endpoints found under the setup margin	534	965
No activity file was given, so power comes from the tool's default toggle rates.
