==> design/flow/design.v <==
module STAGES (regWriteEnable_in1, result_in1, readRegisterRT_in1, unitID_in1, latency_in1,
	       regWriteEnable_in2, result_in2, readRegisterRT_in2, unitID_in2, latency_in2,
	       regWriteEnable_out1, result_out1, readRegisterRT_out1, unitID_out1, latency_out1,
	       regWriteEnable_out2, result_out2, readRegisterRT_out2, unitID_out2, latency_out2,	       
               LSA_in2, LSA_out2, readDataRC_in2, readDataRC_out2, clk, reset);
input clk,reset; 
input regWriteEnable_in1;
input regWriteEnable_in2;
input [127:0] result_in1;
input [127:0] result_in2;
input [6:0] readRegisterRT_in1;
input [6:0] readRegisterRT_in2;
input [2:0] unitID_in1, unitID_in2;
input [2:0] latency_in1, latency_in2;
input [127:0] readDataRC_in2; 
input [31:0] LSA_in2;
output logic regWriteEnable_out1;
output logic regWriteEnable_out2;
output logic[127:0] result_out1;
output logic[127:0] result_out2; 	 	
output logic[6:0] readRegisterRT_out1;
output logic[6:0] readRegisterRT_out2;
output logic[2:0] unitID_out1, unitID_out2;
output logic[2:0] latency_out1, latency_out2;
output logic[127:0] readDataRC_out2;
output logic [31:0] LSA_out2; 
always_ff @(posedge clk) begin
	if(reset == 1) begin 
	regWriteEnable_out1<=0;
	regWriteEnable_out2<=0;
	result_out1<=0; 
	result_out2<=0; 	 	
	readRegisterRT_out1<=0;
	readRegisterRT_out2<=0;
	unitID_out1<=0; unitID_out2<=0;
	latency_out2<=0; latency_out1<=0;
	end
	else begin
	regWriteEnable_out1<=regWriteEnable_in1;regWriteEnable_out2<=regWriteEnable_in2;
	result_out1<=result_in1; result_out2<=result_in2; 	 	
	readRegisterRT_out1<=readRegisterRT_in1; readRegisterRT_out2<=readRegisterRT_in2;
	unitID_out1<=unitID_in1; unitID_out2<=unitID_in2;
	readDataRC_out2<=readDataRC_in2; 
	LSA_out2 <= LSA_in2;
	if (latency_in1 != 0)
		latency_out1<=(latency_in1 - 1);
	else 
		latency_out1<=latency_in1;
	if (latency_in2 != 0)
		latency_out2<=(latency_in2-1);
	else
		latency_out2<=latency_in2;
	end
end
endmodule
==> design/flow/run.sh <==
#!/bin/bash
# OpenROAD 26Q1-2900-gdf79404cd8, Yosys 0.63+post, stock flow scripts
make -C /OpenROAD-flow-scripts/flow DESIGN_CONFIG=/design/flow/config.mk WORK_HOME=/design/flow/orfs finish
==> design/flow/config.mk <==
export PLATFORM = sky130hd
export DESIGN_NAME = STAGES
export DESIGN_NICKNAME = STAGES
export VERILOG_FILES = /design/flow/design.v
export SDC_FILE = /design/flow/constraint.sdc
export NUM_CORES = 4
export LEC_CHECK = 1
export CORE_AREA = 10 10 344 344
export DIE_AREA = 0 0 354 354
==> design/flow/constraint.sdc <==
current_design STAGES

set clk_period 1.0
set clk_io_pct 0.2

create_clock -name clk0 -period $clk_period [get_ports {clk}]

set non_clock_inputs [all_inputs -no_clocks]
set_input_delay [expr $clk_period * $clk_io_pct] -clock clk0 $non_clock_inputs
set_output_delay [expr $clk_period * $clk_io_pct] -clock clk0 [all_outputs]
==> results.txt <==
status: finished with violations
failing checks: negative setup slack
gr usage total: 0.1066
Post-DP Area: 23810 µm²
Synth flops: 444
Inserted Clock Buffers: 51
Pwr Density: 1829 nW/µm²
first-pass GRT wire length: 91270 µm
combinational gate area: 1879 µm²
Post-Syn Area: 12550 µm²
Max Cap Viol: 0
fin area: 24140 µm²
total congestion overflow: 0
most frequent cells in the layout: clkdlybuf4s50_1, buf_2, nor2b_1
crit-path max cell delay: 500 ps
critical path buffer and inverter count: 1
sequential cell fraction of total power: 0.462
Mapped Cells: 778
Detailed Route WL: 68860 µm
I/O Pins: 890
Yosys Chip Area: 12550 µm²
drt drc: 0
CTS root buffer: clkbuf_16
Worst path top cell family by delay: flip-flops
Hold WC Path Type: input port to flop
core area: 110700 µm²
max-slew violations: 0
DRT iter0 DRCs: 425
Sw Share: 0.2208
syn_area_per_cell: 16.14 µm²
# Post-CTS Setup Buffers: 0
Hold Fails Final Rpt: 0
largest fanout on the critical path: 1
Worst VDD drop: 0.001313 V
Sw Pwr: 9.750 mW
worst slew pin tran: 573.2 ps
Logic pwr share: 0.099
layout cells sized above 1: 0.4065
gp weighted congestion: 0.8958
endpoint type of the worst setup path: output port
DR pass1 iterations: 4
slowest stage cell on the critical path: edfxtp_1
Row Count: 122
crit path cell chain: buf_2
die area: 125300 µm²
Die X: 354 µm
Storage cell area: 10680 µm²
CP startpoint kind: flop
CTS Sinks: 444
ANT nets after route: 0
Vias/cell: 2.928
final period utilization: 1.476
initial antenna violation count: 27
RSZ-0062 raised after global routing: true
Port Buffers: 889
setup violators final: 444
CP arrival: 1280 ps
hpwl dp: 58970 µm
Log Warnings: 32
Leakage: 9.788 nW
most numerous logic cell after layout: clkdlybuf4s50_1
Yosys Instances: 778
Cell Type Count: 11
die height: 354 µm
Rel. slew slack: 0.6170
CP Data Required Time: 800 ps
fin crit period: 1476 ps
Placement Setup Slack: -518.9 ps
post-route setup slack: -476.2 ps
Syn-to-layout area delta: 92.30%
fp_density: 0.1134
Clk pwr share: 0.439
Wirelength per Cell: 20.91 µm
achievable frequency: 677.4 MHz
H-tree depth: 2
number of global-route vias before repair: 10.38k
CTS clk-pin slew, worst paths: 60 ps
Hold WS: 113.1 ps
Pint: 34.42 mW
WS Path Type: flop to output port
vias post-DR: 9643
TritonCTS clock tree: yes
Seq share, synth: 0.8356
Filler cells: 11.89k
largest net degree at the start of global routing: 68
Warnings, synthesis: 1
CTS Buffer Depth: 3
[metal layers]
metal  track usage  wire [µm]  vias to the layer above
li1              -          -                     4496
met1        0.1136      23650                     4455
met5             0        276                        -
met4       0.01993       1617                       46
met2        0.1836      34340                      529
met3       0.06095       8983                      117
[cell usage after synthesis]
cell,n,share of area
dfxtp_1,284,0.45
nor2b_1,282,0.14
edfxtp_1,160,0.38
buf_2,27,0.011
inv_1,9,0.0027
ha_1,6,0.0060
clkbuf_1,3,0.00090
a211oi_1,2,0.0012
nor2_1,2,0.00060
xor2_1,2,0.0014
clkbuf_2,1,0.00040
[stage by stage]
stage	TNS, ps	total power, mW	std cells	utilization
after floorplan	-332950	20.94	778	-
after global placement	-61930	26.07	3197	0.2152
after detailed placement	-63730	26.08	3197	0.2152
after CTS	-149920	44.98	3291	0.2168
after global routing	-148630	45.97	3291	0.2181
final	-116200	44.17	3293	0.2181
[final cells by class]
type,instances,share of cell area
Antenna cell,2,0.0002073
Clock buffer,68,0.05841
Clock inverter,25,0.01322
Inverter,9,0.001555
Multi-Input combinational cell,294,0.07784
Sequential cell,444,0.4424
Tap cell,1488,0.07712
Timing Repair Buffer,963,0.3293
[timing repair]
action | CTS | global route
setup endpoints to repair | 444 | 444
cloned | 0 | 0
resized | 1758 | 41
hold buffers | 1 | 0
endpoints found under the hold margin | 1 | 0
[power groups by stage]
stage         clock [mW]  sequential, mW  combinational, mW
finish              19.4            20.4               4.38
global route        20.7            20.5               4.73
CTS                 20.1            20.4               4.52
[path summary, 6_finish.rpt]
| kind | depth (start not counted) | to | slack, ps | start |
|---|---|---|---|---|
| worst max-delay path | 1 | readDataRC_out2[26] | -480 | readDataRC_out2[26]$_DFFE_PN_ |
| worst min-delay path | 2 | result_out2[32]$_SDFF_PP0_ | 110 | result_in2[32] |
[flip-flops by register name, summed over array words and instances, names as in the netlist, 7 cells and up]
| name | flops |
|---|---|
| readDataRC_out2 | 128 |
| result_out1 | 128 |
| result_out2 | 128 |
| LSA_out2 | 32 |
| readRegisterRT_out1 | 7 |
| readRegisterRT_out2 | 7 |
[cells by family after synthesis]
group           after synthesis  synth area share
compound gates                2          0.001196
xor+xnor                      2          0.001396
fa+ha+maj                     6          0.005980
buf+inv                      40           0.01475
flops                       444            0.8356
simple gates                284            0.1411
Power figures rest on the tool's default switching activity, not on a simulated workload.
